### ./config.mk
export PLATFORM = sky130hd
export DESIGN_NAME = data_mem
export DESIGN_NICKNAME = data_mem
export VERILOG_FILES = /design/flow/design.v
export SDC_FILE = /design/flow/constraint.sdc
export NUM_CORES = 4
export LEC_CHECK = 1
export CORE_UTILIZATION = 50
### ./constraint.sdc
current_design data_mem

set clk_period 53.6
set clk_io_pct 0.2

create_clock -name clk0 -period $clk_period [get_ports {clk}]

set non_clock_inputs [all_inputs -no_clocks]
set_input_delay [expr $clk_period * $clk_io_pct] -clock clk0 $non_clock_inputs
set_output_delay [expr $clk_period * $clk_io_pct] -clock clk0 [all_outputs]
### ./design.v
`timescale 1ns / 1ps
module pc(input rst, input clk, input[31:0] next_instr, output reg[31:0] cur_instr);
    always @(posedge clk, posedge rst) begin
        if (rst) begin
            cur_instr <= 0;
        end
        else begin
            cur_instr <= next_instr;
        end
    end
    initial cur_instr = 0;
endmodule
module instr_mem 
        (input[31:0] addr, output reg[31:0] read_data);
    reg [31:0] mem32X32 [31:0];
    always @(addr) read_data <= mem32X32[addr];
    initial begin
        $display("-------LOADING PROGRAM--------");
        $readmemh("source.mem",mem32X32);
    end
endmodule
module adder(input [31:0] a, b,
            output [31:0] y);
    assign y = a + b;
endmodule
module sl2(input [31:0] a,
           output [31:0] y);
         assign y = {a[29:01], 2'b00}; 
endmodule
module signext(input [15:0] a,
               output [31:0] y);
    assign y = {{16{a[15]}}, a};
endmodule
module flopr #(parameter WIDTH=8)
        (input     clk, reset,
        input      [WIDTH-1:0] d,
        output reg [WIDTH-1:0] q);
    always @ (posedge clk, posedge reset)
        if (reset) q <= 0;
        else       q <= d;
endmodule
module mux2 #(parameter WIDTH=8)
        (input [WIDTH-1:0] d0, d1,
         input s,
         output [WIDTH-1:0] y);
    assign y = s ? d1 : d0;
endmodule
module alu(input [31:0] srca, srcb,
           input [2:0] alucontrol, 
           output reg [31:0] aluout,
           output reg zero);
     always @(*)
     begin
        case(alucontrol)
        3'b010:
            aluout = srca + srcb;
        3'b110:
            aluout = srca - srcb;
        3'b000:
            aluout = srca & srcb;
        3'b001:
            aluout = srca | srcb;
        3'b111:
            if (srca < srcb) aluout <= 1;
            else aluout <= 0;
        default: aluout = srca + srcb;
     endcase
     if (aluout == 0) zero = 0;
     else             zero = 1;
end
endmodule           
module data_mem(input clk, WE,
            input [31:0] WD, A,
            output [31:0] RD);
    reg [31:0] RAM[63:0];
    assign RD = RAM[A[31:2]];  
    always @ (posedge clk)
        if (WE) RAM[A[31:2]] <= WD;
endmodule 
module regfile(
            input clk,
            input WE3,
            input [4:0] RA1, RA2, WA3,
            input [31:0] WD3,
            output [31:0] RD1, RD2);
    reg [31:0] RF[31:0];
    always @(posedge clk)
        if (WE3) RF[WA3] <= WD3;
    assign RD1 = (RA1 != 0) ? RF[RA1] : 0;
    assign RD2 = (RA2 != 0) ? RF[RA2] : 0; 
endmodule
module maindec(
        input [5:0] opcode,
        output [1:0] ALUop,
        output branch, mem_write, mem2reg, ALUsrc, reg_dst, reg_write, jump);
    reg [8:0] controls;                                                                                             
    assign {reg_write, reg_dst, ALUsrc, branch,
           mem_write, mem2reg, jump, ALUop} = controls;                                                                                                                                              
    always @(*)
           case (opcode)                                                                                                       
            6'b000000: controls <= 9'b110000010;  
            6'b100011: controls <= 9'b101001000;  
            6'b101011: controls <= 9'b001010000;  
            6'b000100: controls <= 9'b000100001;  
            6'b001000: controls <= 9'b101000000;  
            6'b000010: controls <= 9'b000000100;  
            default: controls <= 9'bxxxxxxxxx;                                                                          
           endcase
endmodule
module controller(input [5:0] op, funct,
                  input     zero,
                  output    memtoreg, memwrite,
                  output    pcsrc, alusrc,
                  output    regdst, regwrite,
                  output    jump,
                  output    [2:0] alucontrol);
    wire [1:0] aluop;
    wire       branch;
    maindec md(op, aluop, branch, memwrite, memtoreg,
           alusrc, regdst, regwrite, jump);                    
    aludec ad(funct, aluop, alucontrol);
    assign pcsrc = branch && zero;
endmodule
module aludec(input     [5:0] funct,
              input     [1:0] aluop,
              output reg [2:0] alucontrol);
always @(*)
    case(aluop)
      2'b00: alucontrol <= 3'b010;  
      2'b01: alucontrol <= 3'b110;  
      default: case(funct)
        6'b100000: alucontrol <= 3'b010;  
        6'b100010: alucontrol <= 3'b110;  
        6'b100100: alucontrol <= 3'b000;  
        6'b100101: alucontrol <= 3'b001;  
        6'b101010: alucontrol <= 3'b111;  
        default:   alucontrol <= 3'bxxx;  
      endcase
    endcase      
endmodule              
module datapath (input clk, reset,
                 input memtoreg, pcsrc,
                 input alusrc, regdst,
                 input regwrite, jump,
                 input [2:0] alucontrol,
                 output zero,
                 output [31:0] pc,
                 input [31:0] instr,
                 output [31:0] aluout, writedata,
                 input [31:0] readdata);
    wire [4:0] writereg;
    wire [31:0] pcnext, pcnextbr, pcplus4, pcbranch;
    wire [31:0] signimm, signimmsh;
    wire [31:0] srca, srcb;
    wire [31:0] result;
    flopr #(32) pcreg(clk, reset, pcnext, pc);
    adder pcadd1 (pc, 32'b100, pcplus4);
    sl2 immsh(signimm, signimmsh);
    adder pcadd2(pcplus4, signimmsh, pcbranch);
    mux2 #(32) pcbrmux(pcplus4, pcbranch, pcsrc,
                       pcnextbr);
    mux2 #(32) pcmux(pcnextbr, {pcplus4[31:28],
                       instr[25:0], 2'b00}, jump, pcnext);
    regfile rf(clk, regwrite, instr[25:21],
            instr[20:16], writereg, result, srca, writedata);
    mux2 #(5) wrmux(instr[20:16], instr[15:11],
            regdst, writereg);
    mux2 #(32) resmux(aluout, readdata,
            memtoreg, result);
    signext se(instr[15:0], signimm);
    mux2 #(32) srcbmux(writedata, signimm, alusrc, srcb);
    alu alu(srca, srcb, alucontrol, aluout, zero);
endmodule
module mips(input       clk, reset,
            output [31:0]   pc,
            input  [31:0]   instr,
            output          memwrite,
            output [31:0]   aluout, writedata,
            input [31:0]    readdata);
    wire    memtoreg, branch,
            alusrc, regdst, regwrite, jump;
    wire [2:0]  alucontrol;
    controller c(instr[31:26], instr[5:0], zero, memtoreg, memwrite,
                 pcsrc, alusrc, regdst, regwrite, jump, alucontrol);
    datapath dp(clk, reset, memtoreg, pcsrc, alusrc, regdst, regwrite, jump,
                 alucontrol, zero, pc, instr, aluout, writedata, readdata);
endmodule
module dmem (input clk, we,
            input [31:0] a, wd,
            output [31:0] rd);
    reg [31:0] RAM[63:0];
    assign rd = RAM[a[31:2]];  
    always @ (posedge clk)
    if (we)
        RAM[a[31:2]] <= wd;
endmodule
module imem (input [5:0] a,
             output [31:0] rd);
    reg [31:0] RAM[63:0];
    initial
        begin
            $readmemh ("source.mem",RAM);
        end
    assign rd = RAM[a];  
endmodule
module top (input clk, reset,
            output memwrite);
    wire [31:0] writedata;
    wire [31:0] dataadr;
    reg div_clk = 0;
    reg [27:0] count_reg = 0;
    always @(posedge clk) 
    begin
        if (count_reg < 50000000) begin
            count_reg <= count_reg + 1;
        end
        else 
        begin
            count_reg <= 0;
            div_clk <= ~div_clk;
        end
    end 
    wire [31:0] pc, instr, readdata;
    mips mips (div_clk, reset, pc, instr, memwrite, dataadr,
            writedata, readdata);
    imem imem (pc[7:2], instr);
    dmem dmem (div_clk, memwrite, dataadr, writedata,
            readdata);
endmodule
### ./source.mem
20020005
2003000c
2067fff7
00e22025
00642824
00a42820
10a7000a
0064202a
10800001
20050000
00e2202a
00853820
00e23822
ac670044
8c020050
08000011
20020001
ac020054
### ./run.sh
#!/bin/bash
# OpenROAD 26Q1-2900-gdf79404cd8, Yosys 0.63+post, stock flow scripts
make -C /OpenROAD-flow-scripts/flow DESIGN_CONFIG=/design/flow/config.mk WORK_HOME=/design/flow/orfs finish
==> impl_metrics.toml <==
# implementation run metrics
[synth]
ys_area_um2 = 78290
synth_cell_types = 55
async_flop_share = 0
syn_area_um2 = 78290
ys_seq_frac = 0.7856
edf_count = 2048
syn_avg_cell_area_um2 = 18.61
ys_warn_count = 1
synth_flops = 2048
flop_cell = "edfxtp_1"
yosysCellCount = 4207
synthCells = 4207

[timing]
slew_headroom = 0.3116
drv_slew = 0
max_freq_mhz = 38.22
setup_violations = 0
tightest_slew_ns = 1.022
finalClockPeriodUsage = 0.4881
final.setup.tns_ns = 0
fin_ws_ns = 27.44
hold_viol_final = 0
grt_setup_unrepaired = "false"
fin_crit_ns = 26.16

[placed_design]
dp_hpwl_mm = 123.0
place_congestion = 0.9738
dp_slack_ns = 27.42
portBuffers = 71

[pwr]
p_int_mw = 2.610
ir_drop_uv = 30.64
clock_power_share = 0.411
swShare = 0.2174
total_leakage_power_nw = 28.38
p_switching_mw = 0.7251
combPwrFrac = 0.056
pwr-share-seq = 0.532
p_per_area_nw_per_um2 = 37.59

[setup_path]
end_kind = "primary output"
cpLargestDelayFamily = "buffers and inverters"
cp_data_required_time_ns = 42.88
startpoint_type = "input pin"
crit_top_cell = "buf_4"
cp_slowest_cell = "o21ai_0"
startpoint = "A[4]"
path_depth = 11
slowest_delay_ns = 0.66
worst-path-buf-inv = 6
crit_type = "input pin to primary output"
critPathMaxFanout = 45
critPathArrivalTime_ns = 15.44
worstPathCellList = "buf_8 -> buf_4 -> nor2_4 -> buf_4 -> buf_4 -> buf_4 -> a221oi_1 -> o21ai_0 -> a22oi_1 -> nand3_1 -> clkdlybuf4s50_1"

[detailed_routing]
postRouteAntennaNets = 0
drt_wl_total_mm = 216.9
wl_per_cell_um = 32.76
route.detailed.drc = 0
drt_iter0_markers = 2590
viasPerCell = 6.322
dr.pass1.iters = 7
vias = 41860

[floorplanning]
ios = 98
floorplan.core_util = 0.5058
core_area_um2 = 154800
rows = 144
die_w_um = 397.7
chipArea_um2 = 158200
fp.dieH_um = 397.7

[finish]
fill_cells = 11160
drive_above_1_share = 0.1857
area_growth_pct = 13.32
largest_register_ff_count = 2048

[clock_network]
cts.sinks = 2048
clkSlewWorstSetupHoldPaths_ns = 0.06
h-tree-depth = 4
clockBufferDepth = 3
cts_buffers = 202
cts_tree = "built"
cts_hold_buf = 0
post_cts_resize_count = 0
postCtsSetupRepairBufs = 0
cts.root.buffer_cell = "clkbuf_16"

[hold_path]
min_from = "WD[16]"
whs_path_depth = 1
hp-class = "input pin to register"

[run]
warning_count = 52
cap_violations = 0

[global_routing]
grt_max_degree = 92
grt-ovfl-total = 0
grt_use_total = 0.3117
grt_pass1_wl_mm = 309.6
antenna_found_initial = 18
grt_pass1_vias = 43940

[status]
run_status = "finished clean"
layout by cell type (no fill, tap or decap), types with 36 or more instances in the layout:
cell type,n
clkinv_1,48
a22oi_1,188
a21oi_1,121
a221oi_1,175
mux4_2,96
nand3_1,53
o21ai_0,84
edfxtp_1,2048
clkbuf_16,205
clkinv_2,38
mux2i_1,259
buf_4,189
o22ai_1,93
clkbuf_1,47
o22a_1,70
mux2_2,147
clkdlybuf4s50_1,36
nor2_1,77
a31oi_1,43
nor2_4,67
and3_1,85
a22o_1,66
layer usage:
layer,share of wire,vias up,track usage
met4,0.043,28,0.1001
met5,0.0030,-,0.03662
met1,0.32,20890,0.4073
li1,-,17960,-
met2,0.45,2556,0.4252
met3,0.18,432,0.2377
stage by stage:
step                hold slack (ns)  utilization  area, µm²  cells  power, mW
floorplan                     10.82            -      78290   4207      1.895
global placement              11.02       0.5311      82200   6215      1.994
detailed placement            11.04       0.5311      82200   6215      1.996
CTS                           10.16       0.5727      88640   6589      3.357
global route                  10.20       0.5731      88690   6612      3.427
finish                        10.20       0.5732      88720   6621      3.335
logic make-up (layout without fill, tap and decap cells):
group                  Yosys count  after routing  synth area share
flip-flops                    2048           2048            0.7856
AND-OR/OR-AND                  933            933           0.08733
multiplexers                   502            502           0.08188
AND/OR/NAND/NOR                424            424           0.02829
buffers and inverters          300            638           0.01696
other                            0             32                 0
final cells by class:
| class | instances | area [µm²] | area share |
|---|---|---|---|
| timing repair buffer | 262 | 2024 | 0.02282 |
| clock inverter | 122 | 1130 | 0.01274 |
| multi-input combinational | 1859 | 16100 | 0.1815 |
| antenna | 32 | 80.08 | 0.0009026 |
| inverter | 2 | 15.01 | 0.0001692 |
| clock buffer | 252 | 5306 | 0.05981 |
| tap | 2044 | 2557 | 0.02883 |
| sequential | 2048 | 61500 | 0.6932 |
path summary, 6_finish.rpt:
kind / end / slack (ns)
setup / recovery: RD[10] / 27.44
hold / removal: RAM[49][16]$_DFFE_PP_ / 10.20
cell usage after synthesis, types with 4 or more instances:
master,instances,area share
a31oi_1,43,0.0034
edfxtp_1,2048,0.79
buf_2,83,0.0053
o21ai_0,84,0.0054
o22ai_1,93,0.0074
a22oi_1,188,0.018
a221o_1,15,0.0019
o2bb2ai_1,15,0.0017
or4_1,15,0.0014
nand3_1,54,0.0035
nor3_1,22,0.0014
a2111oi_0,15,0.0017
clkbuf_1,168,0.0081
a221oi_1,175,0.020
buf_1,33,0.0016
or3_1,4,0.00032
buf_4,8,0.00077
nand2b_1,18,0.0014
and3_1,85,0.0068
a22o_1,66,0.0074
a211oi_1,17,0.0016
nor2b_1,8,0.00064
o22a_1,70,0.0078
nor2_1,145,0.0070
mux2_2,147,0.021
nor4_1,14,0.0011
nand2_1,28,0.0013
o221ai_1,6,0.00067
a21oi_1,121,0.0077
or4b_1,14,0.0018
and2_1,5,0.00040
mux4_2,96,0.028
mux2i_1,259,0.033
a222oi_1,16,0.0020
power by group through the flow:
stage     Sequential [mW]  Combinational, mW  Clock (mW)
4_1_cts              1.78              0.187        1.39
5_1_grt              1.78              0.200        1.45
6_report             1.78              0.188        1.37
Power and IR drop assume default switching activity.
